==> flow/run.sh <==
#!/bin/bash
# OpenROAD 26Q1-2900-gdf79404cd8, Yosys 0.63+post, stock flow scripts
make -C /OpenROAD-flow-scripts/flow DESIGN_CONFIG=/design/flow/config.mk WORK_HOME=/design/flow/orfs finish
==> flow/config.mk <==
export PLATFORM = sky130hd
export DESIGN_NAME = axis_spi_master
export DESIGN_NICKNAME = axis_spi_master
export VERILOG_FILES = /design/flow/design.v
export SDC_FILE = /design/flow/constraint.sdc
export NUM_CORES = 4
export LEC_CHECK = 1
export CORE_UTILIZATION = 50
==> flow/constraint.sdc <==
current_design axis_spi_master

set clk_period 2.5
set clk_io_pct 0.2

create_clock -name clk0 -period $clk_period [get_ports {clk_i}]

set non_clock_inputs [all_inputs -no_clocks]
set_input_delay [expr $clk_period * $clk_io_pct] -clock clk0 $non_clock_inputs
set_output_delay [expr $clk_period * $clk_io_pct] -clock clk0 [all_outputs]
==> flow/design.v <==
interface axis_if #(
    parameter DATA_WIDTH = 8
);
logic [DATA_WIDTH-1:0] tdata;
logic                  tvalid;
logic                  tready;
logic                  tlast;
modport master (
    input  tready,
    output tdata,
    output tvalid,
    output tlast
);
modport slave (
    output tready,
    input  tdata,
    input  tvalid,
    input  tlast
);
endinterface
module axis_spi_master #(
    parameter SPI_MODE     = 1,
    parameter DATA_WIDTH   = 8,
    parameter MAIN_CLK     = 27_000_000,
    parameter SPI_CLK      = 6_750_000,
    parameter SLAVE_NUM    = 2,
    parameter WAIT_TIME    = 50
) (
    input  logic                         clk_i,
    input  logic                         arstn_i,
    input  logic [$clog2(SLAVE_NUM)-1:0] addr_i,
    output logic                         spi_clk_o,
    output logic [SLAVE_NUM-1:0]         spi_cs_o,
    output logic                         spi_mosi_o,
    input  logic                         spi_miso_i,
    axis_if.slave                        s_axis,
    axis_if.master                       m_axis
);
localparam DIVIDER      = MAIN_CLK/SPI_CLK;
localparam HALF_DIVIDER = DIVIDER/2;
localparam EDGE_NUM     = DATA_WIDTH*2;  
localparam CPHA         = (SPI_MODE == 1) || (SPI_MODE == 3);
localparam CPOL         = (SPI_MODE == 2) || (SPI_MODE == 3);
logic [$clog2(WAIT_TIME)-1:0]  wait_cnt;
logic                          wait_done;
logic [$clog2(DIVIDER)-1:0]    clk_cnt;
logic                          clk_done;
logic                          half_clk_done;
logic [$clog2(EDGE_NUM):0]     edge_cnt;
logic                          edge_done;
logic                          edge_done_d;
logic                          spi_clk_reg;
logic                          spi_cs_reg;
logic                          tlast_flag;
logic                          m_axis_tlast_reg;
logic                          m_axis_tvalid_reg;
logic [DATA_WIDTH-1:0]         m_axis_tdata_reg;
logic [DATA_WIDTH-1:0]         tx_data;
logic [$clog2(DATA_WIDTH)-1:0] tx_bit_cnt;
logic [DATA_WIDTH-1:0]         rx_data;
logic [$clog2(DATA_WIDTH)-1:0] rx_bit_cnt;
logic                          rx_bit_done;
logic                          leading_edge;
logic                          trailing_edge;
logic                          m_handshake;
logic                          s_handshake;
logic                          s_handshake_d;
typedef enum logic [1:0] {
    IDLE = 2'b00,
    DATA = 2'b01,
    WAIT = 2'b10
} my_state;
my_state state;
if (SLAVE_NUM == 1) begin
    assign spi_cs_o = spi_cs_reg;
end else begin
    always_comb begin
        for (int i = 0; i < SLAVE_NUM; i++) begin
            if (i == addr_i) begin
                spi_cs_o[i] = spi_cs_reg;
            end else begin
                spi_cs_o[i] = 1'b1;
            end
        end
    end
end
always_ff @(posedge clk_i or negedge arstn_i) begin
    if (~arstn_i) begin
        state      <= IDLE;
        spi_cs_reg <= 1'b1;
        tlast_flag <= 1'b0;
    end else begin
        case (state)
            IDLE: begin
                if (s_axis.tvalid) begin
                    state      <= DATA;
                    spi_cs_reg <= 1'b0;
                    tlast_flag <= s_axis.tlast;
                end
            end
            DATA: begin
                if (edge_done) begin
                    if (tlast_flag) begin
                        state      <= WAIT;
                        spi_cs_reg <= 1'b1;
                        tlast_flag <= 1'b0;
                    end else begin
                        state <= IDLE;
                    end
                end
            end
            WAIT: begin
                if (wait_done) begin
                    state <= IDLE;
                end
            end
            default: state <= IDLE;
        endcase
    end
end
always_ff @(posedge clk_i or negedge arstn_i) begin
    if (~arstn_i) begin
        wait_cnt <= '0;
    end else if (wait_done) begin
        wait_cnt <= '0;
    end else if (state == WAIT) begin
        wait_cnt <= wait_cnt + 1'b1;
    end
end
assign wait_done = (wait_cnt == WAIT_TIME - 1) ? 1'b1 : 1'b0;
always_ff @(posedge clk_i or negedge arstn_i) begin
    if (~arstn_i) begin
        clk_cnt <= '0;
    end else if (clk_done) begin
        clk_cnt <= '0;
    end else if (~edge_done) begin
        clk_cnt <= clk_cnt + 1'b1;
    end
end
assign clk_done      = (clk_cnt == DIVIDER - 1) ? 1'b1 : 1'b0;
assign half_clk_done = (clk_cnt == HALF_DIVIDER - 1) ? 1'b1 : 1'b0;
always_ff @(posedge clk_i or negedge arstn_i) begin
    if (~arstn_i) begin
        trailing_edge <= 1'b0;
        leading_edge  <= 1'b0;
        edge_cnt      <= '0;
        spi_clk_reg   <= CPOL;
    end else begin
        trailing_edge <= 1'b0;
        leading_edge  <= 1'b0;
        if (s_handshake) begin
            edge_cnt <= EDGE_NUM;
        end else if (~edge_done) begin
            if (clk_done) begin
                trailing_edge <= 1'b1;
                edge_cnt      <= edge_cnt - 1'b1;
                spi_clk_reg   <= ~spi_clk_reg;
            end else if (half_clk_done) begin
                leading_edge <= 1'b1;
                edge_cnt     <= edge_cnt - 1'b1;
                spi_clk_reg  <= ~spi_clk_reg;
            end
        end
    end
end
assign edge_done = ~(|edge_cnt);
always_ff @(posedge clk_i) begin
    edge_done_d <= (state == WAIT) ? 1'b0 : edge_done;
end
always_ff @(posedge clk_i or negedge arstn_i) begin
    if (~arstn_i) begin
        spi_clk_o <= CPOL;
    end else begin
        spi_clk_o <= spi_clk_reg;
    end
end
always_ff @(posedge clk_i or negedge arstn_i) begin
    if (~arstn_i) begin
        rx_bit_cnt <= '0;
        rx_data    <= '0;
    end else if (rx_bit_done) begin
        rx_bit_cnt <='0;
    end else if ((leading_edge & ~CPHA) || (trailing_edge & CPHA)) begin
        rx_bit_cnt <= rx_bit_cnt + 1'b1;
        rx_data    <= {rx_data[DATA_WIDTH-2:0], spi_miso_i};
    end
end
assign rx_bit_done = (rx_bit_cnt == DATA_WIDTH - 1) ? 1'b1 : 1'b0;
always_ff @(posedge clk_i or negedge arstn_i) begin
    if (~arstn_i) begin
        tx_bit_cnt <= DATA_WIDTH - 1;
        spi_mosi_o <= '0;
    end else if (s_handshake) begin
        tx_bit_cnt <= DATA_WIDTH - 1;
    end else if (s_handshake_d & ~CPHA) begin  
        tx_bit_cnt <= DATA_WIDTH - 2;
        spi_mosi_o <= tx_data[DATA_WIDTH-1];
    end else if ((leading_edge & CPHA) || (trailing_edge & ~CPHA)) begin
        tx_bit_cnt <= tx_bit_cnt - 1'b1;
        spi_mosi_o <= tx_data[tx_bit_cnt];
    end
end
always_ff @(posedge clk_i or negedge arstn_i) begin
    if (~arstn_i) begin
        tx_data <= '0;
    end else if (s_handshake) begin
        tx_data <= s_axis.tdata;
    end
end
always_ff @(posedge clk_i or negedge arstn_i) begin
    if (~arstn_i) begin
        m_axis_tlast_reg  <= '0;
        m_axis_tvalid_reg <= '0;
        m_axis_tdata_reg  <= '0;
    end else if (m_handshake) begin
        m_axis_tlast_reg  <= 1'b0;
        m_axis_tvalid_reg <= 1'b0;
    end else if (edge_done_d) begin
        if (state == WAIT) begin
            m_axis_tlast_reg <= 1'b1;
        end
        m_axis_tvalid_reg <= 1'b1;
        m_axis_tdata_reg  <= rx_data;
    end
end
always_ff @(posedge clk_i) begin
    s_handshake_d <= s_handshake;
end
assign s_axis.tready = (state == IDLE) ? 1'b1 : 1'b0;
assign m_axis.tvalid = m_axis_tvalid_reg;
assign m_axis.tdata  = m_axis_tdata_reg;
assign m_axis.tlast  = m_axis_tlast_reg;
assign s_handshake   = s_axis.tvalid & s_axis.tready;
assign m_handshake   = m_axis.tvalid & m_axis.tready;
endmodule
==> flow_summary.yaml <==
# yosys + openroad results
outcome:
  status: "did not finish"
  lastStage: "power grid generation"
  error: "[ERROR PDN-0185] Insufficient width (27.20 um) to add straps on layer met5 in grid \"grid\" with total strap width 15.2 um and offset 13.6 um."
yosys:
  ys_seq_share_pct: 54.3
  syn_area_um2: 463
  synthArstFlopShare_pct: 100
  enable_flop_cells: 0
  ys_warn_count: 20
  ys_sh_mux_pct: 6.76
  synth_area_leader_cell: "dfrtp_1"
  synth_flops: 10
  ys_types: 20
  yosys_cells: 38
  syn_inst: 38
  syn_area_per_cell_um2: 12.2
  synthTopCellsByCount: "dfrtp_1 (9), nor2_1 (4), ha_1 (3), inv_1 (3)"
  area_leaders: "dfrtp_1 (49%), ha_1 (8.1%), dfstp_2 (5.7%)"
  top_area_share_pct: 48.6
  ys_sh_aoi_pct: 4.59
  top_logic_kind: "simple AND/OR/NAND/NOR gates"
  yosys_most_used_dff: "dfrtp_1"
  most_common_cell: "dfrtp_1"
  synthAdderAreaFrac_pct: 8.11
  simple_gate_area_share_pct: 14.9
  synth-xor-area-share_pct: 5.68
  yosysChipArea_um2: 463
floorplanning:
  core_util_floorplan_pct: 56.9
  die_h_um: 32.4
  chipWidth_um: 32.4
  core.rowCount: 10
cells by family after synthesis:
| kind of cell | after synthesis |
|---|---|
| DFF | 10 |
| and+or+nand+nor | 10 |
| buffers and inverters | 5 |
| adders and majority gates | 3 |
| AOI/OAI and AO/OA | 3 |
| xor gates and xnor gates | 3 |
| muxes | 3 |
| other | 1 |
